==> ./design.v <==
module decode (
    input  [6:0] a,
    output reg [3:0] unit,
    output reg [3:0] tens
);
always @(*) begin
    case (a)
        7'd0  : begin unit = 4'd0; tens = 4'd0; end
        7'd1  : begin unit = 4'd1; tens = 4'd0; end
        7'd2  : begin unit = 4'd2; tens = 4'd0; end
        7'd3  : begin unit = 4'd3; tens = 4'd0; end
        7'd4  : begin unit = 4'd4; tens = 4'd0; end
        7'd5  : begin unit = 4'd5; tens = 4'd0; end
        7'd6  : begin unit = 4'd6; tens = 4'd0; end
        7'd7  : begin unit = 4'd7; tens = 4'd0; end
        7'd8  : begin unit = 4'd8; tens = 4'd0; end
        7'd9  : begin unit = 4'd9; tens = 4'd0; end
        7'd10 : begin unit = 4'd0; tens = 4'd1; end
        7'd11 : begin unit = 4'd1; tens = 4'd1; end
        7'd12 : begin unit = 4'd2; tens = 4'd1; end
        7'd13 : begin unit = 4'd3; tens = 4'd1; end
        7'd14 : begin unit = 4'd4; tens = 4'd1; end
        7'd15 : begin unit = 4'd5; tens = 4'd1; end
        7'd16 : begin unit = 4'd6; tens = 4'd1; end
        7'd17 : begin unit = 4'd7; tens = 4'd1; end
        7'd18 : begin unit = 4'd8; tens = 4'd1; end
        7'd19 : begin unit = 4'd9; tens = 4'd1; end
        7'd20 : begin unit = 4'd0; tens = 4'd2; end
        7'd21 : begin unit = 4'd1; tens = 4'd2; end
        7'd22 : begin unit = 4'd2; tens = 4'd2; end
        7'd23 : begin unit = 4'd3; tens = 4'd2; end
        7'd24 : begin unit = 4'd4; tens = 4'd2; end
        7'd25 : begin unit = 4'd5; tens = 4'd2; end
        7'd26 : begin unit = 4'd6; tens = 4'd2; end
        7'd27 : begin unit = 4'd7; tens = 4'd2; end
        7'd28 : begin unit = 4'd8; tens = 4'd2; end
        7'd29 : begin unit = 4'd9; tens = 4'd2; end
        7'd30 : begin unit = 4'd0; tens = 4'd3; end
        7'd31 : begin unit = 4'd1; tens = 4'd3; end
        7'd32 : begin unit = 4'd2; tens = 4'd3; end
        7'd33 : begin unit = 4'd3; tens = 4'd3; end
        7'd34 : begin unit = 4'd4; tens = 4'd3; end
        7'd35 : begin unit = 4'd5; tens = 4'd3; end
        7'd36 : begin unit = 4'd6; tens = 4'd3; end
        7'd37 : begin unit = 4'd7; tens = 4'd3; end
        7'd38 : begin unit = 4'd8; tens = 4'd3; end
        7'd39 : begin unit = 4'd9; tens = 4'd3; end
        7'd40 : begin unit = 4'd0; tens = 4'd4; end
        7'd41 : begin unit = 4'd1; tens = 4'd4; end
        7'd42 : begin unit = 4'd2; tens = 4'd4; end
        7'd43 : begin unit = 4'd3; tens = 4'd4; end
        7'd44 : begin unit = 4'd4; tens = 4'd4; end
        7'd45 : begin unit = 4'd5; tens = 4'd4; end
        7'd46 : begin unit = 4'd6; tens = 4'd4; end
        7'd47 : begin unit = 4'd7; tens = 4'd4; end
        7'd48 : begin unit = 4'd8; tens = 4'd4; end
        7'd49 : begin unit = 4'd9; tens = 4'd4; end
        7'd50 : begin unit = 4'd0; tens = 4'd5; end
        7'd51 : begin unit = 4'd1; tens = 4'd5; end
        7'd52 : begin unit = 4'd2; tens = 4'd5; end
        7'd53 : begin unit = 4'd3; tens = 4'd5; end
        7'd54 : begin unit = 4'd4; tens = 4'd5; end
        7'd55 : begin unit = 4'd5; tens = 4'd5; end
        7'd56 : begin unit = 4'd6; tens = 4'd5; end
        7'd57 : begin unit = 4'd7; tens = 4'd5; end
        7'd58 : begin unit = 4'd8; tens = 4'd5; end
        7'd59 : begin unit = 4'd9; tens = 4'd5; end
        7'd60 : begin unit = 4'd0; tens = 4'd6; end
        7'd61 : begin unit = 4'd1; tens = 4'd6; end
        7'd62 : begin unit = 4'd2; tens = 4'd6; end
        7'd63 : begin unit = 4'd3; tens = 4'd6; end
        7'd64 : begin unit = 4'd4; tens = 4'd6; end
        7'd65 : begin unit = 4'd5; tens = 4'd6; end
        7'd66 : begin unit = 4'd6; tens = 4'd6; end
        7'd67 : begin unit = 4'd7; tens = 4'd6; end
        7'd68 : begin unit = 4'd8; tens = 4'd6; end
        7'd69 : begin unit = 4'd9; tens = 4'd6; end
        7'd70 : begin unit = 4'd0; tens = 4'd7; end
        7'd71 : begin unit = 4'd1; tens = 4'd7; end
        7'd72 : begin unit = 4'd2; tens = 4'd7; end
        7'd73 : begin unit = 4'd3; tens = 4'd7; end
        7'd74 : begin unit = 4'd4; tens = 4'd7; end
        7'd75 : begin unit = 4'd5; tens = 4'd7; end
        7'd76 : begin unit = 4'd6; tens = 4'd7; end
        7'd77 : begin unit = 4'd7; tens = 4'd7; end
        7'd78 : begin unit = 4'd8; tens = 4'd7; end
        7'd79 : begin unit = 4'd9; tens = 4'd7; end
        7'd80 : begin unit = 4'd0; tens = 4'd8; end
        7'd81 : begin unit = 4'd1; tens = 4'd8; end
        7'd82 : begin unit = 4'd2; tens = 4'd8; end
        7'd83 : begin unit = 4'd3; tens = 4'd8; end
        7'd84 : begin unit = 4'd4; tens = 4'd8; end
        7'd85 : begin unit = 4'd5; tens = 4'd8; end
        7'd86 : begin unit = 4'd6; tens = 4'd8; end
        7'd87 : begin unit = 4'd7; tens = 4'd8; end
        7'd88 : begin unit = 4'd8; tens = 4'd8; end
        7'd89 : begin unit = 4'd9; tens = 4'd8; end
        7'd90 : begin unit = 4'd0; tens = 4'd9; end
        7'd91 : begin unit = 4'd1; tens = 4'd9; end
        7'd92 : begin unit = 4'd2; tens = 4'd9; end
        7'd93 : begin unit = 4'd3; tens = 4'd9; end
        7'd94 : begin unit = 4'd4; tens = 4'd9; end
        7'd95 : begin unit = 4'd5; tens = 4'd9; end
        7'd96 : begin unit = 4'd6; tens = 4'd9; end
        7'd97 : begin unit = 4'd7; tens = 4'd9; end
        7'd98 : begin unit = 4'd8; tens = 4'd9; end
        7'd99 : begin unit = 4'd9; tens = 4'd9; end
        default: begin unit = 4'd11; tens = 4'd11; end
    endcase
end
endmodule
==> ./run.sh <==
#!/bin/bash
# OpenROAD 26Q1-2900-gdf79404cd8, Yosys 0.63+post, stock flow scripts
make -C /OpenROAD-flow-scripts/flow DESIGN_CONFIG=/design/flow/config.mk WORK_HOME=/design/flow/orfs finish
==> ./config.mk <==
export PLATFORM = sky130hd
export DESIGN_NAME = decode
export DESIGN_NICKNAME = decode
export VERILOG_FILES = /design/flow/design.v
export SDC_FILE = /design/flow/constraint.sdc
export NUM_CORES = 4
export LEC_CHECK = 1
export CORE_AREA = 10 10 70 70
export DIE_AREA = 0 0 80 80
==> ./constraint.sdc <==
current_design decode

set clk_period 1.6
set clk_io_pct 0.2

create_clock -name clk0 -period $clk_period

set non_clock_inputs [all_inputs -no_clocks]
set_input_delay [expr $clk_period * $clk_io_pct] -clock clk0 $non_clock_inputs
set_output_delay [expr $clk_period * $clk_io_pct] -clock clk0 [all_outputs]
==> reports/metrics.cfg <==
[worst_setup_path]
path_class = in -> out
path_max_fanout = 5
critPathCaptureType = output port
cpMostUsedCell = mux2_4
start_kind = input port
cp_num_cells = 8
required_ns = 1.28
cp_slowest_cell = mux2_4
critPathTopFamily = multiplexers
crit_arrival_ns = 1.55
max_stage_delay_ns = 0.29
crit_chain = buf_12, clkinv_8, ha_4, mux2_4, mux2_4, o21ai_2, a22oi_1, buf_2
path_buffers = 3

[place]
io_buffers = 15
dp_cells = 168
dp_hpwl_um = 1600
place_congestion = 0.830

[routing]
antenna_cells = 0
routed_wirelength_um = 2510
ant_nets = 0
drt-wirelength-per-cell_um = 13.7
route.vias.total = 868
drtIter0Drc = 62
via_per_inst = 4.74
first_pass_iters = 5
drc = 0

[floorplan]
chipHeight_um = 80
die_area_um2 = 6400
rows = 21
die_w_um = 80
design.core.area_um2 = 3420
fp_util = 0.159
pin_count = 15

[final_layout]
nClkBuffers = 0
fin_cells = 183
regArea_um2 = 0
area_growth_pct = 145
layout-drive-gt1-share = 0.650
seq_cells = 0

[yosys]
ys_cells = 82
yosys_warnings = 1
synth_cells = 82
ys_types = 29
synth_area_per_cell_um2 = 6.62
yosys.stat.seqShare = 0
synth_area_um2 = 543
yosys_area_um2 = 543

[sta]
rsz0062_at_grt = true
period_used_share = 1.17
finalHoldViolations = 0
fmax_mhz = 534
whs_ns = 1.05
drv_slew = 0
period_needed_ns = 1.87
setup_viol_count_final = 7
worst_pin_slew_ns = 0.329
fin_ws_ns = -0.274
relSlewSlack = 0.781

[run_status]
violations = negative setup slack
status = finished, violations left

[global_routing]
grt_pass1_wl_um = 3800
grt_max_degree = 8
gr-usage-all-layers = 0.0686
grt_pass1_vias = 836
grt_remaining_overflow = 0
antenna_found_initial = 0

[job]
warnings = 39
drv_cap = 0

[cts]
cts_hold_buf = 0

[pwr]
cellLeakagePower_nw = 0.595
cellPowerDensity_nw_per_um2 = 274
ir_drop_mv = 0.106

[hold_path]
hp-class = in -> out
hold-path-cell-count = 4

-- repair_timing --
action	in CTS	in global routing
gates resized	100	13
cloned	2	0
setup endpoints to repair	8	7
setup buffers	11	2
pin swaps	11	9
-- path summary, 6_finish.rpt --
| check | endpoint | from | slack (ns) |
|---|---|---|---|
| setup / recovery | unit[2] | a[2] | -0.27 |
| hold / removal | tens[0] | a[6] | 1.05 |
-- where the power goes --
part           total [mW]  switching, mW  internal [mW]  leakage, nW
combinational       0.365          0.152          0.212        0.595
sequential              0              0              0            0
clock                   0              0              0            0
-- metrics by stage --
stage          setup slack [ns]  instance area [um^2]  setup TNS (ns)  utilization  total power, mW
6_report                 -0.274                  1330           -1.15        0.390            0.365
5_1_grt                  -0.355                  1330           -1.63        0.390            0.391
4_1_cts                  -0.295                  1250           -1.12        0.366            0.328
3_5_place_dp              -1.18                   990           -7.77        0.290            0.262
3_3_place_gp              -1.20                   990           -7.82        0.290            0.262
2_1_floorplan            0.0191                   562               0            -            0.115
-- cell usage in the layout, fill, tap and decap left out, types with 2 or more instances in the layout --
master,n
o311ai_2,2
a31oi_1,2
a221oi_1,2
mux2_4,3
nor2_2,2
nand2b_1,6
mux2i_1,3
o21ai_1,2
a21oi_2,3
buf_2,8
dlygate4sd2_1,2
nor2_1,3
clkdlybuf4s50_1,2
buf_12,4
buf_6,10
nand2_4,2
ha_4,4
a21oi_1,3
buf_8,3
nand3_1,3
nand2_1,7
buf_4,32
o211ai_1,3
-- logic make-up (layout without fill, tap and decap cells) --
group | after synthesis | in the layout | synth area share
AOI/OAI and AO/OA | 30 | 30 | 0.389
adders and majority gates | 6 | 6 | 0.138
buffers and inverters | 13 | 68 | 0.101
muxes | 7 | 7 | 0.145
and+or+nand+nor | 26 | 26 | 0.226
-- Yosys cell counts, drive strengths merged --
library cell / count / share of area
nand3b: 1 / 0.014
nand2: 9 / 0.062
a221o: 1 / 0.018
o31ai: 2 / 0.028
clkbuf: 2 / 0.014
a211oi: 1 / 0.014
o311ai: 2 / 0.032
a221oi: 2 / 0.032
o21a: 1 / 0.014
a311o: 1 / 0.018
nand2b: 7 / 0.081
inv: 5 / 0.035
ha: 6 / 0.14
o221ai: 1 / 0.016
a21o: 1 / 0.014
mux2i: 3 / 0.055
a21oi: 7 / 0.065
o2111ai: 1 / 0.016
a31oi: 2 / 0.023
clkinv: 1 / 0.0069
buf: 5 / 0.046
a22oi: 1 / 0.014
a31o: 1 / 0.016
o211ai: 3 / 0.041
nor2: 6 / 0.041
mux2: 4 / 0.090
o21ai: 3 / 0.028
nand3: 3 / 0.028
-- layer usage --
layer	part of all wire	GRT usage
met1	0.46	0.0962
met2	0.45	0.113
met3	0.076	0.00909
met4	0.0056	0.00352
met5	0	0
-- area by class of cell --
type / instances / area (um^2)
tap: 46 / 57.6
fill: 319 / 2080
inverter: 6 / 46.3
multi-input combinational: 69 / 641
timing repair buffer: 62 / 588
No activity file was given, so power comes from the tool's default toggle rates.
